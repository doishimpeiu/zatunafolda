### design/flow/design.v
module count19 (
    output reg [4:0] q,
    output max,
    input enable,
    input clk,
    input xrst
);
assign max = (enable && q == 18) ? 1 : 0;
always @(posedge clk or negedge xrst) begin
    if (!xrst) begin
        q <= 0;
    end
    else if (max) begin
        q <= 0;
    end
    else if (enable) begin
        q <= q + 1;
    end
end
endmodule
### design/flow/run.sh
#!/bin/bash
# OpenROAD 26Q1-2900-gdf79404cd8, Yosys 0.63+post, stock flow scripts
make -C /OpenROAD-flow-scripts/flow DESIGN_CONFIG=/design/flow/config.mk WORK_HOME=/design/flow/orfs finish
### design/flow/config.mk
export PLATFORM = sky130hd
export DESIGN_NAME = count19
export DESIGN_NICKNAME = count19
export VERILOG_FILES = /design/flow/design.v
export SDC_FILE = /design/flow/constraint.sdc
export NUM_CORES = 4
export LEC_CHECK = 1
export CORE_AREA = 10 10 70 70
export DIE_AREA = 0 0 80 80
### design/flow/constraint.sdc
current_design count19

set clk_period 1.5
set clk_io_pct 0.2

create_clock -name clk0 -period $clk_period [get_ports {clk}]

set non_clock_inputs [all_inputs -no_clocks]
set_input_delay [expr $clk_period * $clk_io_pct] -clock clk0 $non_clock_inputs
set_output_delay [expr $clk_period * $clk_io_pct] -clock clk0 [all_outputs]
==> flow_summary.html <==
<h3>Flow metrics</h3>
<table>
<tr><th>Metric</th><th>Value</th></tr>
<tr><th colspan="2">Placed design</th></tr>
<tr><td>Placed wire-length estimate after detailed placement</td><td>658 µm</td></tr>
<tr><td>Instance area after placement</td><td>between 400 and 500 µm²</td></tr>
<tr><td>Port Buf Inserts</td><td>8</td></tr>
<tr><td>Routability Congestion</td><td>~0.86</td></tr>
<tr><th colspan="2">STA</th></tr>
<tr><td>Post-Route Skew</td><td>0.00243 ns</td></tr>
<tr><td>Final setup violation count</td><td>3</td></tr>
<tr><td>Setup repair after global routing missed its margin</td><td>true</td></tr>
<tr><td>Relative slew margins</td><td>82.6%</td></tr>
<tr><td>Final Critical Period</td><td>around 1.7 ns</td></tr>
<tr><td>Setup TNS</td><td>-0.216 ns</td></tr>
<tr><td>Max-slew violation total from the final report</td><td>0</td></tr>
<tr><td>Max frequency</td><td>598 MHz</td></tr>
<tr><td>PnR worst setup slack</td><td>-0.172 ns</td></tr>
<tr><td>Worst hold slack after final layout</td><td>0.293 ns</td></tr>
<tr><td>Final hold vios</td><td>0</td></tr>
<tr><td>Period Utilization, post-route</td><td>111%</td></tr>
<tr><td>Actual transition at the worst max-transition pin</td><td>~0.26 ns</td></tr>
<tr><th colspan="2">Finish</th></tr>
<tr><td>Largest register FFs</td><td>5</td></tr>
<tr><td>Registers with the most flip-flops</td><td>q x5</td></tr>
<tr><td>Share of post-route cells with drive strength above 1</td><td>42.3%</td></tr>
<tr><td>Synth-to-Final Area Change</td><td>117%</td></tr>
<tr><td>Post-Route Utilization</td><td>16.8%</td></tr>
<tr><td>Layout Cell Area excl Fill</td><td>576 µm²</td></tr>
<tr><td>Register with the highest flop count</td><td>q</td></tr>
<tr><th colspan="2">Floorplan</th></tr>
<tr><td>Number of cell rows</td><td>21</td></tr>
<tr><td>Number of I/O pins</td><td>9</td></tr>
<tr><td>Vertical die dimension</td><td>80 µm</td></tr>
<tr><td>Core area</td><td>0.00342 mm²</td></tr>
<tr><td>Core utilization at floorplan</td><td>7.77%</td></tr>
<tr><td>Chip area</td><td>0.00640 mm²</td></tr>
<tr><td>Horizontal extent of the die</td><td>80 µm</td></tr>
<tr><th colspan="2">Critical path</th></tr>
<tr><td>Crit path cell chain</td><td>inv_2, ha_4, nand3b_1, nor3b_2, buf_2</td></tr>
<tr><td>Cell family contributing the most delay on the critical path</td><td>simple AND/OR/NAND/NOR gates</td></tr>
<tr><td>Peak fanout along the critical path</td><td>2</td></tr>
<tr><td>Buffers and inverters on the worst path</td><td>2</td></tr>
<tr><td>Endpoint class of the critical path</td><td>output pin</td></tr>
<tr><td>Library cell contributing the largest single delay on the critical path</td><td>dfrtp_1</td></tr>
<tr><td>Critical Path Max Stage Delay</td><td>~0.38 ns</td></tr>
<tr><td>Kind of critical path</td><td>register to output pin</td></tr>
<tr><td>WP data required</td><td>1.20 ns</td></tr>
<tr><td>Type of origin of the critical path</td><td>register</td></tr>
<tr><td>CP arrival</td><td>1.37 ns</td></tr>
<tr><th colspan="2">Clock tree</th></tr>
<tr><td>CTS tree</td><td>yes</td></tr>
<tr><td>Number of buffers on the longest clock path</td><td>2</td></tr>
<tr><td>Root cell of the clock tree</td><td>clkbuf_4</td></tr>
<tr><td>Number of buffers added by the clock tree synthesis step</td><td>3</td></tr>
<tr><td>Hold buffer count at CTS</td><td>0</td></tr>
<tr><td>CTS HTree Levels</td><td>1</td></tr>
<tr><td>TritonCTS sink count</td><td>5</td></tr>
<tr><td>Clock-pin slew on the worst setup and hold paths</td><td>approximately 0.04 ns</td></tr>
<tr><td>Clk ins delay skew pair</td><td>roughly 0.24 ns</td></tr>
<tr><th colspan="2">Drt</th></tr>
<tr><td>Count of inserted antenna diode cells</td><td>0</td></tr>
<tr><td>Remaining routing DRC violations</td><td>0</td></tr>
<tr><td>Via density per instance</td><td>about 2.9</td></tr>
<tr><td>Detailed-route wire length</td><td>888 µm</td></tr>
<tr><td>Number of iterations in the first detailed-routing pass</td><td>2</td></tr>
<tr><td>Via count of the routed design</td><td>around 290</td></tr>
<tr><td>Post-DRT Antenna Nets</td><td>0</td></tr>
<tr><td>Average wire length per cell after detail routing</td><td>9.06 µm</td></tr>
<tr><td>Violation count after the first detailed-routing iteration</td><td>2</td></tr>
<tr><th colspan="2">Run status</th></tr>
<tr><td>Result of the run</td><td>finished, violations left</td></tr>
<tr><td>Violations in the final reports</td><td>negative setup slack</td></tr>
<tr><th colspan="2">Global routing</th></tr>
<tr><td>Pin count of the biggest net entering global routing</td><td>8</td></tr>
<tr><td>Overall routing resource usage</td><td>3.09%</td></tr>
<tr><td>Wire length of the first global-routing pass</td><td>1520 µm</td></tr>
<tr><td>Global-route congestion overflow total</td><td>0</td></tr>
<tr><td>Via count of the first global-routing pass</td><td>slightly above 300</td></tr>
<tr><td>Number of antenna violations at the first check in global routing</td><td>0</td></tr>
<tr><th colspan="2">Synthesis</th></tr>
<tr><td>Count of instantiated cells in the yosys netlist</td><td>26</td></tr>
<tr><td>Summed instance area of the synthesized netlist</td><td>265 µm²</td></tr>
<tr><td>Synthesized netlist cell count</td><td>26</td></tr>
<tr><td>Cell Type Count</td><td>17</td></tr>
<tr><td>Mean instance size in the synthesized netlist</td><td>10.2 µm²</td></tr>
<tr><td>Yosys synthesis warning count</td><td>1</td></tr>
<tr><td>Post-synthesis sequential area ratio</td><td>47.2%</td></tr>
<tr><td>Area of the synthesized netlist per yosys stat</td><td>265 µm²</td></tr>
<tr><td>Synth flops</td><td>5</td></tr>
<tr><th colspan="2">Pwr</th></tr>
<tr><td>Power per cell area</td><td>about 1400 mW/mm²</td></tr>
<tr><td>Final Power</td><td>between 800 and 900 µW</td></tr>
<tr><td>LEAKAGE</td><td>0.000275 µW</td></tr>
<tr><td>Maximum ir drop on the vdd rail</td><td>0.588 mV</td></tr>
<tr><th colspan="2">Worst hold path</th></tr>
<tr><td>Worst hold path class</td><td>input pin to async pin</td></tr>
<tr><th colspan="2">Job</th></tr>
<tr><td>OpenROAD warnings</td><td>28</td></tr>
<tr><td># Max-Cap Violations</td><td>0</td></tr>
</table>
==> final cells by class <==
| type | instances | area, µm² |
|---|---|---|
| Clock buffer | 4 | 26.3 |
| Fill cell | 391 | 2840 |
| Inverter | 2 | 7.51 |
| Multi-Input combinational cell | 19 | 156 |
| Sequential cell | 5 | 125 |
| Tap cell | 46 | 57.6 |
| Timing Repair Buffer | 22 | 203 |
==> cell usage after synthesis <==
cell	instances	area share, %
a21oi_1	1	1.9
dfrtp_1	5	47
ha_1	2	9.4
inv_1	2	2.8
mux2i_1	1	3.8
nand2_1	3	4.2
nand2b_1	1	2.4
nand3_1	1	1.9
nand3b_1	1	2.8
nand4_1	1	2.4
nor2_1	2	2.8
nor3b_2	1	4.7
o21ai_0	1	1.9
o22ai_1	1	2.4
or2b_1	1	2.8
xnor2_1	1	3.3
xor2_1	1	3.3
==> routing by layer <==
metal	vias to the layer above	track usage (%)	wire length, µm
met1	129	4.36	500
met5	-	0	0
met4	0	0.352	0
met3	0	2.61	99
li1	145	-	-
met2	11	3.45	288
==> kinds of logic (layout without fill, tap and decap cells) <==
group / after synthesis / after routing / synth area share [%]
AND/OR/NAND/NOR: 11 / 11 / 24.1
flip-flops: 5 / 5 / 47.2
multiplexers: 1 / 1 / 3.77
adder cells (fa/ha/maj): 2 / 2 / 9.43
buffers and inverters: 2 / 28 / 2.83
XOR/XNOR: 2 / 2 / 6.60
AND-OR/OR-AND: 3 / 3 / 6.13
==> placed cells by master (no fill, tap or decap), types with 2 or more instances in the layout <==
master           instances
clkdlybuf4s50_1          4
nand2_1                  3
clkbuf_4                 3
dfrtp_1                  5
buf_6                    5
buf_4                    9
dlymetal6s2s_1           2
nor2_1                   2
==> where the power goes <==
group          total, µW  switching [µW]  internal, µW
Combinational        434             157           276
Sequential           221            37.1           183
Clock                156            55.2           101
==> per-stage QoR <==
step | worst slack, ns | instances
final | -0.172 | 98
after global routing | -0.254 | 98
after CTS | -0.168 | 98
after detailed placement | -0.488 | 89
after global placement | -0.490 | 89
after floorplan | 0.315 | 26
==> path summary, 6_finish.rpt <==
kind                       from  endpoint  slack, ns  cells past startpoint
max                        q[0]       max      -0.17                      5
min                        xrst      q[1]       0.29                      1
max reg2reg                q[0]      q[4]       0.11                      8
min reg2reg                q[3]      q[3]       0.61                      2
max in group asynchronous  xrst      q[2]       1.00                      1
min in group clk0          q[3]      q[3]       0.61                      2
==> what timing repair did <==
item                                   in CTS  in global routing
setup endpoints to repair                   2                  8
buffers inserted                            5                  3
pin swaps                                   4                  3
gates resized                              13                  6
endpoints found under the hold margin       0                  0
Power figures rest on the tool's default switching activity, not on a simulated workload.
